<file path="flow/config.mk">
export PLATFORM = sky130hd
export DESIGN_NAME = uart_full_duplex
export DESIGN_NICKNAME = uart_full_duplex
export VERILOG_FILES = /design/flow/design.v
export SDC_FILE = /design/flow/constraint.sdc
export NUM_CORES = 4
export LEC_CHECK = 1
export CORE_UTILIZATION = 50
</file>
<file path="flow/constraint.sdc">
current_design uart_full_duplex

set clk_period 6.5
set clk_io_pct 0.2

create_clock -name clk0 -period $clk_period [get_ports {sys_clk}]
create_clock -name clk1 -period $clk_period [get_ports {uart_clk}]

set non_clock_inputs [all_inputs -no_clocks]
set_input_delay [expr $clk_period * $clk_io_pct] -clock clk0 $non_clock_inputs
set_output_delay [expr $clk_period * $clk_io_pct] -clock clk0 [all_outputs]
</file>
<file path="flow/design.v">
module uart_full_duplex #(
    parameter CLK_PER_BIT = 87
)(
    input sys_clk,
    input sys_rst_n,
    input tx_push,
    input [7:0] tx_data_in,
    output tx_fifo_full,
    input rx_pop,
    output [7:0] rx_data_out,
    output rx_fifo_empty,
    input uart_clk,
    input uart_rst_n,
    output uart_tx_pin,
    input uart_rx_pin
);
    wire [7:0] tx_fifo_dout;
    wire tx_fifo_empty_int;
    reg tx_fifo_rd_en;
    reg uart_tx_start;
    reg [7:0] uart_tx_buffer;
    wire uart_tx_busy;
    wire [7:0] uart_rx_byte;
    wire uart_rx_done;
    wire rx_fifo_full_int;
    async_fifo #(.DATA_WIDTH(8), .ADDR_WIDTH(4)) fifo_tx (
        .w_clk(sys_clk),
        .w_rst_n(sys_rst_n),
        .w_en(tx_push),
        .w_data(tx_data_in),
        .w_full(tx_fifo_full),
        .r_clk(uart_clk),
        .r_rst_n(uart_rst_n),
        .r_en(tx_fifo_rd_en),
        .r_data(tx_fifo_dout),
        .r_empty(tx_fifo_empty_int)
    );
    async_fifo #(.DATA_WIDTH(8), .ADDR_WIDTH(4)) fifo_rx (
        .w_clk(uart_clk),
        .w_rst_n(uart_rst_n),
        .w_en(uart_rx_done),
        .w_data(uart_rx_byte),
        .w_full(rx_fifo_full_int),
        .r_clk(sys_clk),
        .r_rst_n(sys_rst_n),
        .r_en(rx_pop),
        .r_data(rx_data_out),
        .r_empty(rx_fifo_empty)
    );
    uart_tx #(.CLK_PER_BIT(CLK_PER_BIT)) tx_inst (
        .clk(uart_clk),
        .rst_n(uart_rst_n),
        .data_in(uart_tx_buffer),
        .start(uart_tx_start),
        .tx(uart_tx_pin),
        .busy(uart_tx_busy)
    );
    uart_rx #(.CLK_PER_BIT(CLK_PER_BIT)) rx_inst (
        .clk(uart_clk),
        .rst_n(uart_rst_n),
        .rx(uart_rx_pin),
        .done(uart_rx_done),
        .data_out(uart_rx_byte)
    );
    reg [1:0] tx_fsm;
    localparam S_IDLE = 0, S_FETCH = 1, S_START = 2, S_WAIT_BUSY = 3;
    always @(posedge uart_clk or negedge uart_rst_n) begin
        if (!uart_rst_n) begin
            tx_fsm <= S_IDLE;
            tx_fifo_rd_en <= 0;
            uart_tx_start <= 0;
            uart_tx_buffer <= 0;
        end else begin
            case (tx_fsm)
                S_IDLE: begin
                    uart_tx_start <= 0;
                    if (!tx_fifo_empty_int && !uart_tx_busy) begin
                        tx_fifo_rd_en <= 1;
                        tx_fsm <= S_FETCH;
                    end
                end
                S_FETCH: begin
                    tx_fifo_rd_en <= 0;
                    uart_tx_buffer <= tx_fifo_dout;
                    tx_fsm <= S_START;
                end
                S_START: begin
                    uart_tx_start <= 1;  
                    tx_fsm <= S_WAIT_BUSY;
                end
                S_WAIT_BUSY: begin
                    uart_tx_start <= 0;
                    if (uart_tx_busy) begin
                        tx_fsm <= S_IDLE;
                    end
                end
            endcase
        end
    end
endmodule
module async_fifo #(
    parameter DATA_WIDTH = 8,
    parameter ADDR_WIDTH = 4
)(
    input w_clk,
    input w_rst_n,
    input w_en,
    input [DATA_WIDTH-1:0] w_data,
    output w_full,
    input r_clk,
    input r_rst_n,
    input r_en,
    output [DATA_WIDTH-1:0] r_data,
    output r_empty
);
    localparam DEPTH = 1 << ADDR_WIDTH;
    reg [DATA_WIDTH-1:0] mem [0:DEPTH-1];
    reg [ADDR_WIDTH:0] w_ptr_bin, w_ptr_gray;
    reg [ADDR_WIDTH:0] r_ptr_bin, r_ptr_gray;
    reg [ADDR_WIDTH:0] w_ptr_gray_sync1, w_ptr_gray_sync2;  
    reg [ADDR_WIDTH:0] r_ptr_gray_sync1, r_ptr_gray_sync2;  
    function [ADDR_WIDTH:0] bin2gray;
        input [ADDR_WIDTH:0] bin;
        bin2gray = bin ^ (bin >> 1);
    endfunction
    always @(posedge w_clk or negedge w_rst_n) begin
        if (!w_rst_n) begin
            r_ptr_gray_sync1 <= 0;
            r_ptr_gray_sync2 <= 0;
        end
        else begin
            r_ptr_gray_sync1 <= r_ptr_gray;
            r_ptr_gray_sync2 <= r_ptr_gray_sync1;
        end
    end
    wire [ADDR_WIDTH:0] r_ptr_bin_sync;
    assign r_ptr_bin_sync[ADDR_WIDTH] = r_ptr_gray_sync2[ADDR_WIDTH];
    generate
        genvar i;
        for (i = ADDR_WIDTH-1; i >= 0; i = i-1) begin : gray2bin
            assign r_ptr_bin_sync[i] = r_ptr_bin_sync[i+1] ^ r_ptr_gray_sync2[i];
        end
    endgenerate
    wire [ADDR_WIDTH:0] wptr_next = w_ptr_bin + 1'b1;
    assign w_full = ((wptr_next[ADDR_WIDTH-1:0] == r_ptr_bin_sync[ADDR_WIDTH-1:0]) &&
                     (wptr_next[ADDR_WIDTH] != r_ptr_bin_sync[ADDR_WIDTH]));
    always @(posedge w_clk or negedge w_rst_n) begin
        if (!w_rst_n) begin
            w_ptr_bin <= 0;
            w_ptr_gray <= 0;
        end
        else if (w_en && !w_full) begin
            mem[w_ptr_bin[ADDR_WIDTH-1:0]] <= w_data;
            w_ptr_bin <= w_ptr_bin + 1'b1;
            w_ptr_gray <= bin2gray(w_ptr_bin + 1'b1);  
        end
    end
    always @(posedge r_clk or negedge r_rst_n) begin
        if (!r_rst_n) begin
            w_ptr_gray_sync1 <= 0;
            w_ptr_gray_sync2 <= 0;
        end
        else begin
            w_ptr_gray_sync1 <= w_ptr_gray;
            w_ptr_gray_sync2 <= w_ptr_gray_sync1;
        end
    end
    assign r_empty = (r_ptr_gray == w_ptr_gray_sync2);
    assign r_data = mem[r_ptr_bin[ADDR_WIDTH-1:0]];
    always @(posedge r_clk or negedge r_rst_n) begin
        if (!r_rst_n) begin
            r_ptr_bin <= 0;
            r_ptr_gray <= 0;
        end
        else if (r_en && !r_empty) begin
            r_ptr_bin <= r_ptr_bin + 1'b1;
            r_ptr_gray <= bin2gray(r_ptr_bin + 1'b1);  
        end
    end
endmodule
module uart_rx #(
    parameter CLK_PER_BIT = 87
)(
    input clk,
    input rst_n,
    input rx,
    output reg done,
    output reg [7:0] data_out
);
    reg [3:0] bit_idx;
    reg [15:0] clk_cnt;
    reg [7:0] rx_shift;
    reg [1:0] state;
    reg rx_sync1, rx_sync2;
    localparam IDLE = 0, START = 1, DATA = 2, STOP = 3;
    always @(posedge clk or negedge rst_n) begin
        if (!rst_n) begin
            state <= IDLE;
            done <= 0;
            clk_cnt <= 0;
            bit_idx <= 0;
            data_out <= 0;
            rx_sync1 <= 1;
            rx_sync2 <= 1;
        end else begin
            rx_sync1 <= rx;
            rx_sync2 <= rx_sync1;
            done <= 0;
            case (state)
                IDLE: begin
                    clk_cnt <= 0;
                    bit_idx <= 0;
                    if (!rx_sync2) begin  
                        state <= START;
                    end
                end
                START: begin
                    if (clk_cnt == (CLK_PER_BIT / 2)) begin
                        if (!rx_sync2) begin  
                            clk_cnt <= 0;
                            state <= DATA;
                        end
                        else begin
                            state <= IDLE;  
                        end
                    end
                    else begin
                        clk_cnt <= clk_cnt + 1;
                    end
                end
                DATA: begin
                    if (clk_cnt == CLK_PER_BIT-1) begin
                        clk_cnt <= 0;
                        rx_shift[bit_idx] <= rx_sync2;
                        if (bit_idx == 7)
                            state <= STOP;
                        else
                            bit_idx <= bit_idx + 1;
                    end
                    else begin
                        clk_cnt <= clk_cnt + 1;
                    end
                end
                STOP: begin
                    if (clk_cnt == CLK_PER_BIT-1) begin
                        clk_cnt <= 0;
                        state <= IDLE;
                        data_out <= rx_shift;
                        done <= 1;
                    end
                    else begin
                        clk_cnt <= clk_cnt + 1;
                    end
                end
            endcase
        end
    end
endmodule
module uart_tx #(
    parameter CLK_PER_BIT = 87
)(
    input clk,
    input rst_n,
    input [7:0] data_in,
    input start,
    output reg tx,
    output reg busy
);
    reg [3:0] bit_idx;
    reg [15:0] clk_cnt;
    reg [7:0] tx_shift;
    reg [1:0] state;
    localparam IDLE = 0, START = 1, DATA = 2, STOP = 3;
    always @(posedge clk or negedge rst_n) begin
        if (!rst_n) begin
            state <= IDLE;
            tx <= 1'b1;
            busy <= 0;
            clk_cnt <= 0;
            bit_idx <= 0;
            tx_shift <= 0;
        end
        else begin
            case (state)
                IDLE: begin
                    tx <= 1'b1;
                    clk_cnt <= 0;
                    bit_idx <= 0;
                    if (start) begin
                        tx_shift <= data_in;
                        state <= START;
                        busy <= 1;
                    end
                    else begin
                        busy <= 0;
                    end
                end
                START: begin
                    tx <= 0;  
                    if (clk_cnt == CLK_PER_BIT-1) begin
                        clk_cnt <= 0;
                        state <= DATA;
                    end
                    else clk_cnt <= clk_cnt + 1;
                end
                DATA: begin
                    tx <= tx_shift[bit_idx];
                    if (clk_cnt == CLK_PER_BIT-1) begin
                        clk_cnt <= 0;
                        if (bit_idx == 7)
                            state <= STOP;
                        else
                            bit_idx <= bit_idx + 1;
                    end
                    else clk_cnt <= clk_cnt + 1;
                end
                STOP: begin
                    tx <= 1;  
                    if (clk_cnt == CLK_PER_BIT-1) begin
                        clk_cnt <= 0;
                        state <= IDLE;
                        busy <= 0;  
                    end
                    else clk_cnt <= clk_cnt + 1;
                end
            endcase
        end
    end
endmodule
</file>
<file path="flow/run.sh">
#!/bin/bash
# OpenROAD 26Q1-2900-gdf79404cd8, Yosys 0.63+post, stock flow scripts
make -C /OpenROAD-flow-scripts/flow DESIGN_CONFIG=/design/flow/config.mk WORK_HOME=/design/flow/orfs finish
</file>
==> results.rst <==
Metrics
=======

.. list-table::
   :header-rows: 1

   * - Metric
     - Value
   * - Area of the mapped netlist
     - 17,700 um^2
   * - # hold bufs at CTS
     - 0
   * - Run status
     - finished clean
   * - Max-cap violations
     - 0
   * - Number of setup buffers added after CTS
     - 0
   * - Slew at the pin closest to its max-slew limit
     - 974 ps
   * - Die x size
     - 190 um
   * - Clock net sink count
     - 423
   * - Critical Path Source
     - fifo_rx.r_ptr_bin[0]
   * - Type of the worst setup path
     - reg -> out
   * - Most area-consuming cells after synthesis
     - edfxtp_1 45%, dfrtp_1 22%, nand2_1 2.3%
   * - Synthesis area per yosys
     - 17,700 um^2
   * - Portion of synthesized cell area occupied by the leading cell type
     - 0.449
   * - Max-Slew Margin vs Limit
     - 0.341
   * - Initial DRC Count
     - 672
   * - GRT met3 Usage
     - 0.112
   * - Internal
     - 4860 uW
   * - Startpoint of the lowest-slack register-to-register path
     - fifo_rx.w_ptr_bin[0]
   * - Post-synthesis cell count from yosys
     - 1,334
   * - Routed via count divided by cell count
     - 5.74
   * - Maximum number of pins on one net before global-route repair
     - 50
   * - Combinational gate area
     - 5300 um^2
   * - Setup TNS Final
     - 0 ps
   * - Power per cell area
     - 308 nW/um^2
   * - Hold WC Path Type
     - reg -> reg
   * - Grt ovf
     - 0
   * - Tally of buffers added on design ports
     - 24
   * - Pwr Total
     - 6220 uW
   * - Switching power summed over all nets
     - 1350 uW
   * - Sequential group share of total power
     - 0.486
   * - Layout cells sized above 1
     - 0.130
   * - Remaining antenna violation count after routing
     - 0
   * - Sequential cell area fraction in the yosys report
     - 0.675
   * - OpenROAD warning count
     - 44
   * - Full die area
     - 36,100 um^2
   * - Critical hold path startpoint
     - fifo_tx.w_ptr_gray[1]
   * - Post-synthesis cell type with the largest instance count
     - edfxtp_1
   * - Kind of start point of the critical path
     - flop
   * - Die Y
     - 190 um
   * - Footprint of the flip-flops and latches
     - 11,900 um^2
   * - Net switching fraction of the power
     - 0.218
   * - Post-synth tally of flip-flops with integrated enable
     - 264
   * - GR Util met2
     - 0.342
   * - Pins Over Slew Limit
     - 0
   * - CTS clk-pin slew, worst paths
     - 70 ps
   * - Area overhead of the layout relative to synthesis
     - 14.4%
   * - RSZ-0062 raised after global routing
     - false
   * - Wire length of the first global-routing pass
     - 59.3 mm
   * - Number of core rows
     - 68
   * - Yosys top cell by area
     - edfxtp_1
   * - I/O pin count
     - 26
   * - Critical path capture point type
     - output port
   * - Post-Syn Area per Cell
     - 13.2 um^2
   * - Met1 track utilization from global routing
     - 0.352
   * - Final weighted congestion in routability-driven placement
     - 0.856
   * - Async S/R FF share, synth
     - 0.376
   * - Vias after detailed routing
     - 10,700
   * - Clock tree from TritonCTS
     - built
   * - Highest fanout seen on the critical path
     - 18
   * - Data required time at the worst endpoint
     - 5200 ps
   * - Worst IR drop on VDD
     - 0.279 mV
   * - Setup-violating endpoint count in the final report
     - 0
   * - Placed wire-length estimate
     - 22.7 mm
   * - Area of the core
     - 34,600 um^2
   * - Post-cts sizing count
     - 0
   * - Highest-utilization routing layer at the global route stage
     - met1
   * - Most frequent cells after synthesis
     - 264 x edfxtp_1, 153 x dfrtp_1, 108 x nand2_1, 92 x nor2_1, 72 x o21ai_0
   * - Leading register cell type out of synthesis
     - edfxtp_1
   * - Antenna fix cells
     - 0
   * - Number of fill cells in the layout
     - 2,599
   * - Portion of total power attributed to combinational logic
     - 0.060
   * - Synth unique cells
     - 71
   * - Hold WS
     - 252 ps
   * - LEAKAGE
     - 0.00783 uW
   * - Final count of hold timing violations
     - 0
   * - Total track usage
     - 0.234
   * - Critical path arrival
     - 3300 ps
   * - WL per Instance
     - 19.9 um
   * - Initial cell density of the core
     - 0.510
   * - Clock network fraction of design power
     - 0.455
   * - Number of DRC violations after detailed routing
     - 0
   * - Initial antenna violation count
     - 0
   * - Number of warnings issued by yosys
     - 5
   * - First-pass DRT Iterations
     - 7
   * - Overall routed net length
     - 37.2 mm
   * - Clock skew after layout
     - 30.8 ps
   * - Synthesized netlist cell count
     - 1,334
   * - Synth flops
     - 423
   * - Via count of the first global-routing pass
     - 10,700
power groups by stage:
stage / clock (uW) / combinational (uW) / sequential, uW
finish: 2830 / 372 / 3020
global route: 2990 / 410 / 3030
CTS: 2870 / 376 / 3020
per-stage QoR:
stage                util  instance area, um^2  std cells  setup slack [ps]
floorplan               -                17700       1334              3320
global placement    0.536                18600       1790              2430
detailed placement  0.536                18600       1790              2350
CTS                 0.584                20200       1872              1910
global route        0.584                20200       1872              1710
finish              0.584                20200       1872              1900
cells by family (layout without fill, tap and decap cells):
group | after synthesis | after routing | synth area share
fa+ha+maj | 26 | 26 | 0.0184
compound gates | 280 | 280 | 0.110
flops | 423 | 423 | 0.675
mux | 53 | 53 | 0.0378
simple gates | 360 | 360 | 0.0951
buf+inv | 115 | 198 | 0.0254
xor+xnor | 77 | 77 | 0.0390
state kept, by name, indices dropped and copies added, names as in the netlist, 8 cells and up:
register and flops:
fifo_rx.mem 128, fifo_tx.mem 128, rx_inst.clk_cnt 16, tx_inst.clk_cnt 16, rx_inst.data_out 8, rx_inst.rx_shift 8
tx_inst.tx_shift 8, uart_tx_buffer 8
layout make-up:
| class | instances | share of cell area |
|---|---|---|
| Tap cell | 455 | 0.0282 |
| Clock inverter | 36 | 0.0269 |
| Inverter | 43 | 0.00799 |
| Sequential cell | 423 | 0.590 |
| Multi-Input combinational cell | 796 | 0.262 |
| Timing Repair Buffer | 73 | 0.0299 |
| Clock buffer | 46 | 0.0549 |
cells in the final DEF (no fill, tap or decap), types with 22 or more instances in the layout:
cell             synthesis  layout
nand2_1                108     108
nand3_1                 56      56
buf_4                    0      49
xor2_1                  32      32
edfxtp_1               264     264
clkbuf_16                0      44
mux2_2                  30      30
a22o_1                  29      29
a21oi_1                 49      49
a22oi_1                 25      25
o21ai_0                 72      72
nor3_1                  22      22
inv_1                   43      43
ha_1                    26      26
nor2_1                  92      92
dfrtp_1                153     152
clkdlybuf4s50_1          0      22
xnor2_1                 44      44
worst max-delay path, stage by stage (launching register included):
cell and delay [ps]:
dfrtp_1 500, ha_1 710, buf_4 360, a222oi_1 140
a211oi_1 270, a221oi_1 90, a21oi_1 290, clkdlybuf4s50_1 510
per-layer routing:
metal  part of all wire  vias to the layer above
li1                   -                     5065
met1               0.42                     5210
met2               0.46                      391
met3              0.097                       70
met4              0.023                        0
met5                  0                        -
worst paths after layout:
path                                                to  slack (ps)  cells after the start
max                                     rx_data_out[2]        1900                      7
min                        fifo_tx.w_ptr_gray_sync1[1]         250                      0
max reg2reg                          fifo_rx.mem[2][3]        3180                      7
min reg2reg                fifo_tx.w_ptr_gray_sync1[1]         250                      0
max in group clk1                    fifo_rx.mem[2][3]        3180                      7
max in group asynchronous             rx_inst.rx_sync2        4250                      3
min in group clk0          fifo_rx.w_ptr_gray_sync2[3]         350                      0
min in group asynchronous  fifo_rx.r_ptr_gray_sync2[3]         640                      1
Power and IR drop assume default switching activity.
